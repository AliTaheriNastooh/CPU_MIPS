[flow/design.v]
`timescale 1ns / 1ps
module ALU(a,b,control,res,zero
    );
		input [31:0]a;
		input [31:0]b;
		input [3:0]control;
		output reg [31:0]res;
		output reg zero;
		initial begin
		zero=0;
		end
		always@(*)
		begin 
			zero=0;
			case(control)
				4'b0000:res=a+b;
				4'b0001:res=a-b;
				4'b0010:res=a*b;
				4'b0011:res=a>>>b;
				4'b0100:res=a<<<b;
				4'b0101:res=a&b;
				4'b0110:res=a^b;
				4'b0111:res=a|b;
				4'b1000:res=~(a | b);
				4'b1001:res=a+b;
				4'b1010:begin
					if(a!=b)
					begin
						zero=1;
					end
					else begin
						zero = 0;
					end
				end
				4'b1011:
					begin
						if(a==b)
						begin
							zero=1;
						end
						else begin
							zero=0;
						end
					end
				4'b1100:res=a+b;
			endcase
			if(control<10 || control==12)
			begin
				if(res==0)
				begin
					zero=1;
				end
			end
		end
endmodule
`timescale 1ns / 1ps
module ALU_Control(func,opCode,Out
    );
	 input [5:0]func;
	 input [5:0]opCode;
	 output reg [3:0]Out;
	 always@(*)
		begin
			if(opCode==6'b000000)
			begin
				case(func)
					6'b000001:
						Out = 4'b0000;
					6'b000011:
						Out = 4'b0001;
					6'b000100:
						Out = 4'b0010;
					6'b000101:
						Out = 4'b0011;
					6'b000110 :
						Out = 4'b0100;
					6'b000111:
						Out = 4'b0101;
					6'b001000 :
						Out = 4'b0110;
					6'b001001:
						Out = 4'b0111;
					6'b001010:
						Out = 4'b1000;
				endcase
			end
			else
			begin
				case(opCode)
				6'b000001: 
					Out = 4'b1001;	
				6'b000010:
					Out = 4'b1010;
				6'b000011:
					Out = 4'b1011;
				6'b000100:
					Out = 4'b1100;
				endcase
			end
		end
endmodule
`timescale 1ns / 1ps
module Execute(ins1,ins2,signEX,regDst,alusrc,rd1,rd2,aluOP,adderFetch,clk,addres,alures,aluZero,readData2,instruction
    );
	 input [4:0]ins1;
	 input [4:0]ins2;
	 input [31:0]signEX;
	 input regDst;
	 input alusrc;
	 input [31:0]rd1;
	 input [31:0]rd2;
	 input [5:0]aluOP;
	 input [31:0] adderFetch;
	 input clk;
	 output [31:0]addres;
	 output [31:0]alures;
	 output aluZero;
	 output reg [31:0]readData2;
	 output reg [4:0]instruction;
	 wire [31:0]outMux1;
	 reg [4:0]outMux2; 
	 wire [3:0] control_alu;
	 wire [31:0] tmpOutMux1;
	 wire [31:0] tmpOutShift;
	 wire [31:0] shifter;
	 wire tmp;
	  wire [3:0]addd=0;
	 assign tmpOutMux1=outMux1;
	 assign tmpOutShift=signEX<<2;
	ALU_Control aluControl (
    .func(signEX[5:0]), 
    .opCode(aluOP), 
    .Out(control_alu)
    );
	 ALU ALU_main (
    .a(rd1), 
    .b(tmpOutMux1), 
    .control(control_alu), 
    .res(alures), 
    .zero(aluZero)
    );
	ALU ADD (
		 .a(adderFetch), 
		 .b(tmpOutShift), 
		 .control(addd), 
		 .res(addres), 
		 .zero(tmp)
		 );
assign outMux1=alusrc? signEX:rd2;
assign shifter=signEX<<2;
	 always@(*)
	 begin
			readData2=rd2;
			instruction=regDst? ins2 : ins1;
	 end
endmodule
[flow/run.sh]
#!/bin/bash
# OpenROAD 26Q1-2900-gdf79404cd8, Yosys 0.63+post, stock flow scripts
make -C /OpenROAD-flow-scripts/flow DESIGN_CONFIG=/design/flow/config.mk WORK_HOME=/design/flow/orfs finish
[flow/config.mk]
export PLATFORM = sky130hd
export DESIGN_NAME = Execute
export DESIGN_NICKNAME = Execute
export VERILOG_FILES = /design/flow/design.v
export SDC_FILE = /design/flow/constraint.sdc
export NUM_CORES = 4
export LEC_CHECK = 1
export CORE_UTILIZATION = 40
[flow/constraint.sdc]
current_design Execute

set clk_period 18.0
set clk_io_pct 0.2

create_clock -name clk0 -period $clk_period

set non_clock_inputs [all_inputs -no_clocks]
set_input_delay [expr $clk_period * $clk_io_pct] -clock clk0 $non_clock_inputs
set_output_delay [expr $clk_period * $clk_io_pct] -clock clk0 [all_outputs]
==> summary.txt <==
Physical implementation

Per the post-run analysis, buffers plus inverters along the critical path come to 7. The number of placed instances with taps included is 4449. The first global-routing pass estimated 179 mm of wire. The detailed placer's ending HPWL is 96.6 mm. The placeable core region is 0.0660 mm^2. The hold path depth is 0. The number of gates resized after CTS was 0.

The cell-mix breakdown from Yosys lists the simple-gate area share as 0.180. The worst VDD IR drop from the latest analysis is 0.000709 V. The post-route clock period utilization is 0.983. The tightest slew margin relative to the limit is 0.330.

Among the non-sequential cells, adder cells take the most area. The share of synthesized area in the top cell type comes to 0.308. Entering global routing, the biggest net connects 47 pins. The timer found 36 register pins that no clock reaches; their paths are not timed. The fraction of layout cells with a size suffix above 1 is 0.0600. The worst min-delay path class is input port to output pin. Detailed routing inserted a total of 26400 vias. The number of unconstrained endpoints is 68.

The actual transition at the worst max-transition pin is 0.995 ns. The count of tool warnings is 102. The post-synth area from yosys stat is 0.0267 mm^2.

The total overflow left after global routing is 0. The number of instances in the synthesized netlist is 3435. The count of flip-flops with a built-in enable after synthesis is 0.

The final layout contains routed wiring with a total length of 122 mm. By area the synthesized netlist is led by sky130_fd_sc_hd__fa_1, sky130_fd_sc_hd__ha_1, sky130_fd_sc_hd__nor2_1, sky130_fd_sc_hd__inv_1, sky130_fd_sc_hd__nand2_1. The internal cell power is 4.31 mW. Per the layout report, the design carries 6596 filler cells.

In this run the tool buffered the top-level ports with 244 buffer cells. The analysis attributes to net switching a power of 6.50 mW. The violation count after the first detailed-route iteration is 2179. For this run, the number of Yosys warnings is 3. By startpoint and endpoint, the worst setup path is classified as input port to output pin. The async set or reset register ratio after synthesis is 0. Dividing total power by cell area gives a power density of 355 mW/mm^2. Setup repair after global routing left no endpoint under its margin.

According to the timing report, the data required time at the worst endpoint equals 14.40 ns. The tally of nets with antenna violations remaining after routing is 0. From the final report, the count of setup violators was given as 0. The via count of the first global-routing pass is 26600.

The worst setup path is captured at an output pin. Yosys reports the multiplexer fraction of the synthesized area as 0.0653. The report puts the hold buffer count at CTS at 0. On the critical path the data arrives at 14.10 ns.

The mapped cell area is 0.0267 mm^2. In this run, the synthesized area fraction spent on AND-OR/OR-AND gates is recorded as 0.157. The sequential cell area in the final layout is 541 um^2.

In the final report, the number of pins over their slew limit comes to 0. In this run the layout overhead on the synthesized area is reported as 13.9%. The aggregate negative setup slack is 0 ns.

The fraction of the mapped netlist area in adder cells is 0.426. Counting flops and latches in the post-synthesis netlist gives 36. The floorplan step set the die height to 261 um. The fraction of synthesized cell area in xor and xnor cells is 0.0444. On the final layout, the worst hold slack is 7.20 ns. In the Yosys report the total cell count is 3435. The final timing report lists a hold violation count of 0.

Dividing the detail-routed wire length by the instance count gives 27.3 um. The number of distinct library cell variants in the gate-level netlist after synthesis is 84. Among all stages on the critical path, the maximum delay recorded is 0.66 ns. Excluding fillers, the count of instances in the completed layout stands at 4452. The switching portion of total power is 0.601.

The cell at the slowest stage of the critical path is sky130_fd_sc_hd__mux2i_4. The initial antenna violation count is 2. The chip area is 0.0679 mm^2.

The placer's final routability congestion estimate is 1.06. The average cell area after synthesis is 7.78 um^2. The number of design rule violations left after detail routing is 0. The category of cells accounting for the largest share of critical-path delay is adder cells. The highest clock rate this design can be run at is 0.0565 GHz. The count of buffers added by post-CTS timing repair for setup is 0. In this run the worst path has a maximum fanout of 9. The cell type that accounts for the most area after synthesis is sky130_fd_sc_hd__fa_1. Pin placement for this block handled 249 I/O pins. The initialized floorplan defines 94 standard-cell rows. In this run the maximum-capacitance check reported violations numbering 0. The dominant register cell is sky130_fd_sc_hd__dlxtn_1. The run finished with clean final reports. The global-route usage over all layers is 0.382.

In the final layout, the multi-input gates occupy 0.0235 mm^2. The mean number of vias per cell is 5.93. The width of the die is 261 um. The logic depth of the worst setup path including buffers is 32. The worst path in the final design needs a cycle of 17.70 ns, including I/O delays and setup. The pre-placement core utilization is 0.405. The critical path launch point type is an input port. Counting stages on the worst path, the most repeated cell is sky130_fd_sc_hd__fa_1.

The first-pass detailed-route iteration total is 22. The power report puts the leakage power at 14.0 nW.
[layer usage]
layer	GRT usage	wire length, um	vias to the layer above
li1	-	-	11700
met1	0.500	45300	12800
met2	0.565	53100	1636
met3	0.154	15700	325
met4	0.175	7410	2
met5	0.00641	46	-
[state kept, by name (all words and copies together) (netlist names)]
name	flops
aluControl.Out	4
ALU_main.res	32
[cell families (layout without fill, tap and decap cells)]
kind of cell / after synthesis / count (layout)
buffers and inverters: 719 / 869
adders and majority gates: 664 / 664
latches: 36 / 36
other: 0 / 3
muxes: 138 / 138
xor gates and xnor gates: 134 / 134
and+or+nand+nor: 1112 / 1112
AOI/OAI and AO/OA: 632 / 632
[cells in the final DEF, fill, tap and decap left out, drive strengths merged, types with 8 or more instances in the layout]
cell type      Yosys  layout
buf               75     134
nor4              20      20
o31ai             22      22
nand2b            30      30
nand2            327     327
a221oi            25      25
o211ai            37      37
fa               411     411
o221ai            12      12
xnor2            113     113
or4               13      13
nor2b             21      21
dlxtn             36      36
a22oi             14      14
clkdlybuf4s50      0     243
a221o             11      11
nor2             504     504
nand4             14      14
inv              483     483
o22ai             38      38
o21bai            11      11
a31oi             32      32
a21oi            152     152
mux2              16      16
mux4              24      24
o21a              17      17
a211o              8       8
clkinv             9       9
and2               8       8
xor2              20      20
a311oi            10      10
nor3              59      59
ha               253     253
mux2i             98      98
a211oi            32      32
o21ai            118     118
and3              16      16
nand3             52      52
a21o              25      25
or3               15      15
[power groups by stage]
stage	combinational [mW]	sequential (mW)	clock [mW]
after CTS	10.7	0.00746	0
after global routing	11.8	0.00758	0
[stage by stage]
step	util	setup slack [ns]	instance area (um^2)	total power, mW
2_1_floorplan	-	0.986	26700	7.38
3_3_place_gp	0.462	0.495	30500	10.6
3_5_place_dp	0.462	0.453	30500	10.6
4_1_cts	0.462	0.416	30500	10.7
5_1_grt	0.462	0.0472	30500	11.8
6_report	0.462	0.301	30500	10.8
[synth_stat cells, types with 19 or more instances]
library cell	n
sky130_fd_sc_hd__nor4_1	20
sky130_fd_sc_hd__nor2_1	504
sky130_fd_sc_hd__o21ai_0	117
sky130_fd_sc_hd__buf_4	35
sky130_fd_sc_hd__ha_1	253
sky130_fd_sc_hd__nand3_1	52
sky130_fd_sc_hd__o211ai_1	37
sky130_fd_sc_hd__a21o_1	25
sky130_fd_sc_hd__fa_1	411
sky130_fd_sc_hd__a31oi_1	32
sky130_fd_sc_hd__nor2b_1	21
sky130_fd_sc_hd__a21oi_1	152
sky130_fd_sc_hd__xnor2_1	113
sky130_fd_sc_hd__buf_1	28
sky130_fd_sc_hd__mux2i_1	96
sky130_fd_sc_hd__o31ai_1	22
sky130_fd_sc_hd__clkbuf_1	152
sky130_fd_sc_hd__o22ai_1	38
sky130_fd_sc_hd__mux4_2	19
sky130_fd_sc_hd__nand2_1	327
sky130_fd_sc_hd__xor2_1	20
sky130_fd_sc_hd__inv_1	476
sky130_fd_sc_hd__a221oi_1	25
sky130_fd_sc_hd__nor3_1	59
sky130_fd_sc_hd__dlxtn_1	36
sky130_fd_sc_hd__a211oi_1	32
sky130_fd_sc_hd__nand2b_1	30
[layout make-up]
cell class / instances / area share
multi-input combinational: 2680 / 0.771
timing repair buffer: 377 / 0.115
inverter: 492 / 0.0607
tap: 864 / 0.0355
sequential: 36 / 0.0177
antenna: 3 / 0.000246
[final timing paths]
path	slack (ns)	to	start
max	0.30	aluZero	signEX[3]
min	7.20	addres[0]	adderFetch[0]
Power figures rest on the tool's default switching activity, not on a simulated workload.
