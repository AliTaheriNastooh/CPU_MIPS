### flow/design.v
`timescale 1ns / 1ps
module DataMemoryPipline(zero,branch,memRead,memWrite,readData2Reg,aluRes,clk,pc_src,readData,aluResOut
    );
	input zero;
	input branch;
	input memRead;
	input memWrite;
	input [31:0]readData2Reg;
	input [31:0]aluRes;
	input clk;
	output  pc_src;
	output reg [31:0]readData;
	output [31:0]aluResOut;
	reg [31:0]mem1[31:0];
	integer i;
	initial begin
		for(i=0;i<32;i=i+1)
			begin
				mem1[i]=i;
			end
	 end
	assign aluResOut=aluRes;
	assign pc_src=branch & zero;
	always@(posedge clk)
	begin
		if(memRead==1)
		begin
			readData=mem1[aluRes];
		end
		else
		begin
			if(memWrite==1)
			begin
				mem1[aluRes]=readData2Reg;
			end
		end
	end
endmodule
### flow/run.sh
#!/bin/bash
# OpenROAD 26Q1-2900-gdf79404cd8, Yosys 0.63+post, stock flow scripts
make -C /OpenROAD-flow-scripts/flow DESIGN_CONFIG=/design/flow/config.mk WORK_HOME=/design/flow/orfs finish
### flow/config.mk
export PLATFORM = sky130hd
export DESIGN_NAME = DataMemoryPipline
export DESIGN_NICKNAME = DataMemoryPipline
export VERILOG_FILES = /design/flow/design.v
export SDC_FILE = /design/flow/constraint.sdc
export NUM_CORES = 4
export LEC_CHECK = 1
export CORE_UTILIZATION = 30
### flow/constraint.sdc
current_design DataMemoryPipline

set clk_period 3.6
set clk_io_pct 0.2

create_clock -name clk0 -period $clk_period [get_ports {clk}]

set non_clock_inputs [all_inputs -no_clocks]
set_input_delay [expr $clk_period * $clk_io_pct] -clock clk0 $non_clock_inputs
set_output_delay [expr $clk_period * $clk_io_pct] -clock clk0 [all_outputs]
==> metrics.yaml <==
run_status:
  outcome: "finished, final reports clean"
floorplanning:
  core.rowCount: 133
  core_area_sq_mm: 0.1323
  ioPinCount: 134
  die_h_um: 368.2
  fp_util_pct: 30.41
  die-area_sq_mm: 0.1356
  fp.dieW_um: 368.2
route:
  vias: 20603
  routed_wl_mm: 101.2
  ant_nets: 0
  n_antenna_cell: 0
  drtIter0Drc: 1365
  post_drt_wl_per_cell_um: 24.35
  post-route-drc-count: 0
  drt_pass1_iterations: 7
  viasPerCell: 4.955
grt:
  antenna_found_initial: 2
  grt_pass1_wl_mm: 146.3
  first_global_vias: 22030
  grt_max_degree: 63
  grt_use_total_pct: 15.88
  overflow: 0
timing:
  setup_viol: 0
  fmax_ghz: 0.3228
  fin_setup_tns_ps: 0
  relSlewSlack_pct: 33.33
  finClkSkew_ps: 21.51
  slew_violations: 0
  worst_slack_ps: 502.3
  finalCritPeriodShare_pct: 86.05
  rsz0062_at_grt: "no"
  fin_crit_ps: 3098
  worstMarginPinSlew_ps: 991.0
  hold_viol: 0
  final.hold.worst_slack_ps: 714.8
worst_setup_path:
  critPathKind: "primary input to flip-flop"
  cp_max_fo: 15
  worst_setup_path_end_kind: "flip-flop"
  crit_chain: "clkdlybuf4s50_1, or4b_2, buf_4, o22ai_1, nor4_1, nand2_1"
  regToRegStartpoint: "mem1[31][22]"
  timing.rr.end: "readData[22]"
  r2r_slack_ps: 1750
  worstPathArrival_ps: 3480
  reg2regPathDepth: 4
  cp_data_required_time_ps: 3980
  slowest_delay_ps: 870
  cpMaxStageDelayCell: "nor4_1"
  critPathLaunchType: "primary input"
yosys:
  yosys-top-cells-count: "edfxtp_1, mux2i_1, o22ai_1"
  synth_seq_share_pct: 78.83
  area_leaders: "edfxtp_1, mux2i_1, o22ai_1"
  edf_count: 1056
  netlist-cell-type-count: 24
  top_area_cell: "edfxtp_1"
  top_cell: "edfxtp_1"
  syn-cell-area_sq_mm: 0.04023
  syn_avg_cell_area_sq_um: 18.77
  synth-area-yosys_sq_mm: 0.04023
  yosys_warnings: 1
  async_flop_share_pct: 0
  ff_type: "edfxtp_1"
  synth_top_area_share_pct: 78.83
  ys_ff: 1056
  ys_cells: 2143
  syn_inst: 2143
finish:
  post-route-util_pct: 35.98
  design_area_sq_mm: 0.04760
  n_fill_cell: 11843
  drive_above_1_share_pct: 13.98
  areaGrowthSynthToFinish_pct: 18.32
clocking:
  hold_buffers: 0
  cts_tree: "done"
  clockRootBuffer: "clkbuf_16"
  cts_resized: 0
  post_cts_buffers: 0
  cts_sinks: 1056
  clockBufferDepth: 3
  numCtsBuffers: 104
  clk_latency_ps: 670
  clk_pin_slew_ps: 60
  htree_levels: 3
power_and_ir_drop:
  vdd_drop_max_uv: 336.2
  power_density_mw_per_mm2: 529.4
  p_leak_nw: 16.11
place:
  dp_slack_ps: -159.5
  gp_congestion: 0.8429
  hpwl_mm: 56.86
  post_dp_cell_area_sq_mm: 0.04432
  portBuffers: 79
min_path:
  hp-start: "mem1[28][16]"
  whs_path_depth: 4
  hold_path.class: "flip-flop to flip-flop"
  min_to: "readData[16]"
flow_run:
  maxCapViolations: 0
  warnings: 26
how the worst max path moves through the flow:
stage	end	slack, ps	cells after the start	startpoint
4_1_cts	aluResOut[2]	530	3	aluRes[2]
5_1_grt	readData[22]	310	6	aluRes[0]
6_report	readData[22]	500	6	aluRes[0]
state kept, by name, indices dropped and copies added, names as in the netlist:
register	count
mem1	1024
readData	32
cells by family after synthesis:
group,count (synthesis),share of synthesized area (%)
AND/OR/NAND/NOR,160,2.249
buffers and inverters,159,2.199
AND-OR/OR-AND,256,3.981
multiplexers,512,12.74
flip-flops,1056,78.83
cells in the final DEF, fill, tap and decap left out, drive strengths merged:
| cell type | instances |
|---|---|
| clkinv | 50 |
| mux2i | 512 |
| buf | 151 |
| nand3 | 1 |
| nand4 | 1 |
| inv | 3 |
| nor3 | 4 |
| nand4bb | 6 |
| edfxtp | 1056 |
| clkbuf | 128 |
| nand3b | 2 |
| or3 | 2 |
| clkinvlp | 2 |
| or4 | 1 |
| nand4b | 5 |
| nand2b | 1 |
| and2 | 1 |
| nor2 | 30 |
| o22ai | 256 |
| bufinv | 8 |
| clkdlybuf4s50 | 77 |
| nand2 | 35 |
| nor4 | 64 |
| or4b | 4 |
| or3b | 3 |
layout make-up:
cell class                 instances  area, sq um  share of cell area (%)
tap                             1755         2196                   4.614
sequential                      1056        31710                   66.62
clock inverter                    63        541.8                   1.138
clock buffer                     128         2735                   5.747
timing repair buffer             228         2485                   5.221
multi-input combinational        928         7928                   16.66
critical path, delay by kind of cell:
family / cells / cell delay [ps]
simple gates: 3 / 1580
buf+inv: 2 / 1050
compound gates: 1 / 120
where the power goes:
group | switching (W) | internal (W)
clock network | 0.00439 | 0.00596
registers | 0.0000546 | 0.0137
logic | 0.000680 | 0.000454
total | 0.00513 | 0.0201
stage by stage:
| stage | instances | total power (W) |
|---|---|---|
| final | 4158 | 0.02520 |
| after global routing | 4158 | 0.02596 |
| after CTS | 4158 | 0.02541 |
| after detailed placement | 3967 | 0.01513 |
| after global placement | 3967 | 0.01511 |
| after floorplan | 2143 | 0.01450 |
per-layer routing:
layer,share of wire [%],routed length [um],GRT usage (%)
met5,0.29,292,1.460
met4,1.9,1952,2.490
met1,33,33840,17.33
met2,46,46590,23.80
met3,18,18550,13.59
Power and IR drop assume default switching activity.
