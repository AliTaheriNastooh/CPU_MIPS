--- flow/config.mk ---
export PLATFORM = sky130hd
export DESIGN_NAME = decode
export DESIGN_NICKNAME = decode
export VERILOG_FILES = /design/flow/design.v
export SDC_FILE = /design/flow/constraint.sdc
export NUM_CORES = 4
export LEC_CHECK = 1
export CORE_UTILIZATION = 40
--- flow/constraint.sdc ---
current_design decode

set clk_period 5.0
set clk_io_pct 0.2

create_clock -name clk0 -period $clk_period [get_ports {clk}]

set non_clock_inputs [all_inputs -no_clocks]
set_input_delay [expr $clk_period * $clk_io_pct] -clock clk0 $non_clock_inputs
set_output_delay [expr $clk_period * $clk_io_pct] -clock clk0 [all_outputs]
--- flow/design.v ---
`timescale 1ns / 1ps
module decode(
    input [31:0] instruction,
    input [4:0] writeReg,
    input [31:0] writeData,
    input [31:0] adderFetch,
	 input regWrite,
    input clk,
	 output [31:0] adderFetchOut,
	 output reg [31:0] rd1,
    output reg [31:0] rd2,
    output reg [4:0] ins1,
    output reg [4:0] ins2,
    output reg [31:0] insOut,
    output reg [31:0] signEx
    );
	 reg [31:0]regMem[31:0];
	 reg [4:0]rs1;
	 reg [4:0]rs2;
	 integer i;
	 initial begin
		for(i=0;i<32;i=i+1)
		begin
			regMem[i]=i;
		end
	 end
	 always@(posedge clk)
	 begin
		if(regWrite)
		begin
			regMem[writeReg]=writeData;
		end
	 end
	 assign adderFetchOut=adderFetch;
	 always@(negedge clk)
	 begin
	 	rs1=instruction[25:21];
		rs2=instruction[20:16];
		insOut=instruction;
		rd1=regMem[rs1];
		rd2=regMem[rs2];
		ins1=instruction[20:16];
		ins2=instruction[15:11];
		signEx[15:0]=instruction[15:0];
		for(i=16;i<32;i=i+1)
		begin
			signEx[i]=instruction[15];
		end
	 end
endmodule
--- flow/run.sh ---
#!/bin/bash
# OpenROAD 26Q1-2900-gdf79404cd8, Yosys 0.63+post, stock flow scripts
make -C /OpenROAD-flow-scripts/flow DESIGN_CONFIG=/design/flow/config.mk WORK_HOME=/design/flow/orfs finish
==> impl_summary.log <==
[flow] final metrics
[metrics] outcome: finished, final reports clean
[metrics] category of the worst setup path capture point: output pin
[metrics] Fin Clk Skew: between 0.03 and 0.04 ns
[metrics] Max FO, Critical Path: 1
[metrics] post-route cell area: 62,600 um2
[metrics] required time reported for the critical path endpoint: 4.00 ns
[metrics] highest routed metal layer: met5
[metrics] yosys stat cell total: 3,557
[metrics] number of placed I/O pins: between 200 and 300
[metrics] WHS: between 1 and 1.5 ns
[metrics] yosys synthesis warning count: 1
[metrics] area of the mapped netlist: just over 50,000 um2
[metrics] max-cap check violation count: 0
[metrics] register bit count reported by yosys: 1,120
[metrics] comb. cell area: around 17,000 um2
[metrics] die span in x: roughly 360 um
[metrics] actual transition at the worst max-transition pin: slightly above 1 ns
[metrics] kind of critical path: register to output pin
[metrics] routability-driven placement congestion ratio: roughly 0.93
[metrics] maximum number of pins on one net before global-route repair: 43
[metrics] sum of met2 wire segment lengths after detailed routing: between 70,000 and 80,000 um
[metrics] area added between synthesis and finish: 22.2%
[metrics] total antenna diodes in the routed design: 0
[metrics] unrepaired setup endpoints after global routing: true
[metrics] row count: approximately 130
[metrics] worst path setup slack after routing: 0.0614 ns
[metrics] combined buffer and inverter count along the critical path: 1
[metrics] number of I/O port buffers: ~210
[metrics] Worst Setup Slack post-DPL: -0.965 ns
[metrics] leakage component of the power: between 20 and 25 nW
[metrics] WP data arrival: around 4 ns
[metrics] CORE AREA: around 130,000 um2
[metrics] total clock sinks: ~1,100
[metrics] floorplan-stage core utilization: 0.406
[metrics] routed length on met1: ~58,000 um
[metrics] Top cell area share: 0.600
[metrics] slowest cell on the critical path: clkdlybuf4s50_1
[metrics] DR vias: between 30,000 and 40,000
[metrics] number of logged tool warnings: between 100 and 150
[metrics] Crit path max-delay family: buffers and inverters
[metrics] H-tree lvl count: 3
[metrics] global-route wire length before repair: ~230,000 um
[metrics] share of synthesized area occupied by flip-flops and latches: 0.637
[metrics] total congestion overflow after global routing: 0
[metrics] final routed wire length divided by cell count: ~27 um
[metrics] post-place instance area: a little under 60,000 um2
[metrics] nature of the critical path startpoint: register
[metrics] via count of the first global-routing pass: around 35,000
[metrics] overall die height: about 360 um
[metrics] Setup-failing EPs final: 0
[metrics] power density cells: between 300 and 400 nW/um2
[metrics] Filler Cells Inserted: between 10,000 and 15,000
[metrics] clock root buffer master: clkbuf_16
[metrics] count of unique library cells instantiated by Yosys: 25
[metrics] Max VDD drop: ~0.0003 V
[metrics] clock insertion delay at the later pin of the skew report: around 0.73 ns
[metrics] DRC violations left: 0
[metrics] yosys-reported design area after synthesis: between 50,000 and 60,000 um2
[metrics] antenna violations before repair: 6
[metrics] number of nets still failing antenna checks after routing: 0
[metrics] via density per instance: 5.72
[metrics] cts bufs inserted: 120
[metrics] Tightest Hold Check Type: input pin to register
[metrics] total global-route track usage: 0.263
[metrics] overall die area: 130,000 um2
[metrics] fraction of layout cells with a size suffix above 1: 0.177
[metrics] number of DRC markers in iteration 0: between 2,000 and 2,500
[metrics] final tally of hold violations: 0
[metrics] TritonCTS clock tree: done
[metrics] delay of the slowest critical-path stage: 0.44 ns
[metrics] mean area per synthesized cell: around 14 um2
[metrics] Post-Route WL: roughly 160,000 um
[metrics] met3 layer wire length in the routed design: roughly 26,000 um
[metrics] DPL Wire Length: ~100,000 um
[metrics] number of iterations in the first detailed-routing pass: 5
[metrics] top cell type by total area after synthesis: edfxtp_1
[metrics] cell count after synthesis: 3,557
[metrics] clock transition at the registers of the reported paths: 0.06 ns
[metrics] main area contributors after synthesis: edfxtp_1 60%, mux2i_1 20%, dfxtp_1 3.7%
[metrics] maximum root-to-sink buffer count: 3
[metrics] ordered cell list for the critical path: clkdlybuf4s50_1
[metrics] Final Max Slew Viols: 0
[metrics] Register Area: between 30,000 and 40,000 um2
[metrics] relative slew slack: 0.311
-- worst paths after layout --
check	startpoint	to	slack [ns]	cells past startpoint
worst max-delay path	insOut[30]$_DFF_N_	insOut[30]	0.06	1
worst min-delay path	writeData[8]	regMem[5][8]$_DFFE_PP_	1.09	2
worst max register to register	regMem[3][2]$_DFFE_PP_	rd2[2]$_DFF_N_	1.00	6
worst min register to register	regMem[27][8]$_DFFE_PP_	rd1[8]$_DFF_N_	3.14	4
-- cell families (layout without fill, tap and decap cells) --
| logic type | Yosys count | count (layout) | share of synthesized area |
|---|---|---|---|
| compound gates | 576 | 576 | 0.0765 |
| buf+inv | 328 | 967 | 0.0414 |
| flops | 1120 | 1120 | 0.637 |
| mux | 1024 | 1024 | 0.200 |
| simple gates | 509 | 509 | 0.0449 |
-- sequential cells by signal, summed over array words and instances, names as in the netlist --
name and cells:
regMem 1024, rd1 32, rd2 32, insOut 17
signEx 15
-- layer usage --
metal / track usage / vias up
li1: - / 14900
met1: 0.335 / 16300
met2: 0.374 / 1874
met3: 0.182 / 335
met4: 0.0667 / 14
met5: 0.00555 / -
-- placed cells by master, fill, tap and decap left out, types with 2 or more instances in the layout --
master,synthesis,final
nand2b_2,0,4
dfxtp_4,0,19
clkinv_1,0,17
a21oi_1,192,192
mux2i_1,1024,1024
clkbuf_1,84,27
nand2_1,195,193
buf_8,0,2
dfxtp_1,96,26
nand2_2,0,2
clkdlybuf4s50_1,0,66
or3b_2,3,3
a22oi_1,192,192
buf_6,45,2
clkinv_2,0,25
dlygate4sd2_1,0,118
or2_2,2,2
edfxtp_1,1024,1024
nand3_2,0,2
a31oi_1,64,62
clkinvlp_2,0,7
dfxtp_2,0,51
clkbuf_8,0,6
nor2b_4,0,4
and2_4,0,2
inv_6,0,3
nor3_1,64,64
inv_1,1,98
clkinv_4,0,2
clkbuf_16,0,126
bufinv_16,0,6
a22o_1,128,128
dlymetal6s2s_1,0,22
buf_4,121,319
a31oi_2,0,2
nor2_4,0,34
bufinv_8,0,7
nand3_1,194,192
buf_12,0,111
nand3b_1,5,5
-- through the flow --
stage	setup TNS, ns	std cells	power, W	utilization
after floorplan	0	3557	0.0118	-
after global placement	-34.81	5517	0.0129	0.461
after detailed placement	-35.31	5517	0.0129	0.461
after CTS	0	5842	0.0217	0.494
after global routing	0	5846	0.0223	0.496
final	0	5846	0.0216	0.496
-- cell type report --
class,instances,area share
Clock buffer,156,0.0521
Clock inverter,167,0.0153
Multi-Input combinational cell,2109,0.268
Sequential cell,1120,0.524
Tap cell,1650,0.0330
Timing Repair Buffer,644,0.108
-- timing repair --
| item | in CTS | in global routing |
|---|---|---|
| resized | 206 | 29 |
| endpoints found under the hold margin | 0 | 0 |
| buffers inserted | 3 | 2 |
| cloned | 1 | 3 |
| setup endpoints to repair | 128 | 34 |
| hold buffers | 0 | 0 |
| pin swaps | 0 | 2 |
-- synth_stat cells --
| cell | number |
|---|---|
| or3b_2 | 3 |
| nor2_1 | 35 |
| nand2_1 | 195 |
| clkbuf_4 | 4 |
| or2_2 | 2 |
| mux2i_1 | 1024 |
| a22oi_1 | 192 |
| dfxtp_1 | 96 |
| nor2b_1 | 4 |
| buf_6 | 45 |
| buf_2 | 69 |
| a21oi_1 | 192 |
| a31oi_1 | 64 |
| clkbuf_1 | 84 |
| and2_1 | 2 |
| nand3b_1 | 5 |
| nand3_1 | 194 |
| nor3_1 | 64 |
| buf_4 | 121 |
| edfxtp_1 | 1024 |
| a22o_1 | 128 |
| inv_1 | 1 |
| nand2b_1 | 4 |
| or3_1 | 1 |
| buf_1 | 4 |
-- power by group --
part	switching, W	leakage, nW	internal (W)
Clock	0.00387	2.44	0.00516
Combinational	0.00110	12.0	0.000909
Sequential	0.000122	10.0	0.0104
Total	0.00509	24.5	0.0165
Power figures rest on the tool's default switching activity, not on a simulated workload.
